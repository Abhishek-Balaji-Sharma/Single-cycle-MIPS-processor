File: ./design.v
module instrmem(pcread, opcode, rs, rt, rd, func, imm);
	input [31:0] pcread;
	output reg [5:0] opcode, func;
	output reg [4:0] rs, rt, rd;
	output reg [15:0] imm;
	reg[31:0] mem[63:0];
	initial begin
		mem[0] = 32'h 20080005;  
		mem[4] = 32'h 20090007;  
		mem[8] = 32'h 00005020;  
		mem[12] = 32'h 3c0b1000;  
		mem[16] = 32'h 200c0001;  
		mem[20] = 32'h 00006820;  
		mem[24] = 32'b 00100000000011100000000000000110;
		mem[28] = 32'b 00000001110010000101000000100000;
		mem[32] = 32'h ad6a0000;  
		mem[36] = 32'h 8d6a0000;  
		mem[40] = 32'h 014b6824;  
		mem[44] = 32'h 014b6825;  
		mem[48] = 32'h 01485020;  
		mem[52] = 32'h 012c4822;  
		mem[56] = 32'h 216b0004;  
		mem[60] = 32'h ad6a0000;  
		mem[64] = 32'h 012c682a;  
		mem[68] = 32'b 00010001101000001111111111111000; 
	end
	always @(pcread) 
	begin
		opcode <= mem[pcread][31:26];
		rs <= mem[pcread][25:21];
		rt <= mem[pcread][20:16];
		rd <= mem[pcread][15:11];
		func <= mem[pcread][5:0];
		imm <= mem[pcread][15:0];
	end
endmodule
File: ./run.sh
#!/bin/bash
# OpenROAD 26Q1-2900-gdf79404cd8, Yosys 0.63+post, stock flow scripts
make -C /OpenROAD-flow-scripts/flow DESIGN_CONFIG=/design/flow/config.mk WORK_HOME=/design/flow/orfs finish
File: ./config.mk
export PLATFORM = sky130hd
export DESIGN_NAME = instrmem
export DESIGN_NICKNAME = instrmem
export VERILOG_FILES = /design/flow/design.v
export SDC_FILE = /design/flow/constraint.sdc
export NUM_CORES = 4
export LEC_CHECK = 1
export CORE_AREA = 10 10 70 70
export DIE_AREA = 0 0 80 80
File: ./constraint.sdc
current_design instrmem

set clk_period 2.1
set clk_io_pct 0.2

create_clock -name clk0 -period $clk_period

set non_clock_inputs [all_inputs -no_clocks]
set_input_delay [expr $clk_period * $clk_io_pct] -clock clk0 $non_clock_inputs
set_output_delay [expr $clk_period * $clk_io_pct] -clock clk0 [all_outputs]
==> results.json <==
{
  "result_of_the_run": "complete, no violations",
  "power.total_uw": 233.0,
  "port_buffers": 44,
  "setup_total_negative_slack_ps": 0,
  "compound_area_frac": 0.1792,
  "post_drt_via_cell_ratio": 4.162,
  "max_cap_viol_count": 0,
  "yosysWarnings": 1,
  "combPwrFrac": 1.000,
  "synth_area_leader_cell": "sky130_fd_sc_hd__buf_4",
  "grt_antenna_before_repair": 0,
  "synth_cell_type_count": 26,
  "final_hold_viol_count": 0,
  "fin_util": 0.3762,
  "totalWireLength_um": 2377,
  "timing.hold.worst.class": "in2out",
  "power.internal_uw": 149.1,
  "vdd_drop_max_uv": 86.10,
  "post_cts_hold_buffer_count": 0,
  "seq_area_frac_synth": 0,
  "synth.yosys.num_cells": 89,
  "grt_pass1_wl_um": 3525,
  "area.growth.synth_to_final_pct": 97.88,
  "yosys.area_share.xor_xnor": 0.01349,
  "log.warning_count": 68,
  "chip_width_um": 80,
  "final.setup.worst_slack_ps": 47.63,
  "final_layout_size_suffix_gt1_frac": 0.3759,
  "p_per_area_nw_per_um2": 181.4,
  "rows": 21,
  "critical_path_required_time_ps": 1680,
  "layout.sequential_cells": 0,
  "slew_viol_final": 0,
  "timing.final.crit_share": 0.9773,
  "grt.total_usage": 0.06627,
  "top_cells_by_count": "sky130_fd_sc_hd__buf_4 (25), sky130_fd_sc_hd__ha_1 (10), sky130_fd_sc_hd__o21ai_0 (8), sky130_fd_sc_hd__mux2i_1 (6), sky130_fd_sc_hd__nand2_1 (5)",
  "synth.logic.top_family": "buffers and inverters",
  "final_worst_path_period_need_ps": 2052,
  "dp_hpwl_um": 1779,
  "critical_path.startpoint_type": "input port",
  "fmax_ghz": 0.4872,
  "grt_start_max_net_pins": 11,
  "power.leakage_nw": 0.6841,
  "layout.filler_cells": 343,
  "critPathSlowestCell": "sky130_fd_sc_hd__clkdlybuf4s50_1",
  "num_antenna_cells": 0,
  "detailedRoute.firstPassIterationCount": 4,
  "gr-total-overflow": 0,
  "chip_area_sq_um": 6400,
  "postRouteAntennaNets": 0,
  "1st_iter_drt_viols": 17,
  "crit_fanout": 4,
  "synthesis.instances": 89,
  "seq_power_share": 0,
  "pre_cts_slack_ps": -532.0,
  "worstSetupPathType": "in2out",
  "power.share.switching": 0.3601,
  "die_y_um": 80,
  "io_count": 75,
  "power.clock.fraction": 0,
  "syn_area_sq_um": 649.4,
  "synthSimpleGateAreaFrac": 0.1541,
  "final-setup-viol-count": 0,
  "critical_path_data_arrival_time_ps": 1630,
  "drc": 0,
  "post_synth_mux_area_share": 0.1272,
  "fp_util": 0.1901,
  "synthesis.area_per_instance_sq_um": 7.296,
  "postLayoutCellArea_sq_um": 1285,
  "seq_area_sq_um": 0,
  "synth.yosys.chip_area_sq_um": 649.4,
  "route.vias.total": 745,
  "crit_chain": "buf_4 > buf_6 > ha_4 > or2b_1 > and3_4 > clkdlybuf4s50_1",
  "wire_per_inst_um": 13.28,
  "largest_type_area_fraction": 0.2890,
  "clkbuf_count": 0,
  "vias_in_the_first_global_route": 738,
  "gp_congestion": 0.8228,
  "ys_sh_adder": 0.1927,
  "core-area_sq_um": 3416,
  "post_dp_cell_area_sq_um": 1120,
  "yosys_top_cell_by_instances": "sky130_fd_sc_hd__buf_4",
  "ys_top_cells_by_area": "sky130_fd_sc_hd__buf_4 (29%), sky130_fd_sc_hd__ha_1 (19%), sky130_fd_sc_hd__mux2i_1 (9.2%)",
  "cpPeakStageDelay_ps": 400,
  "crit_path_end_kind": "output port",
  "power.switching_uw": 83.92
}
==> layer usage <==
metal,vias to the layer above,part of all wire,global-route usage
li1,368,-,-
met1,343,0.42,0.07713
met2,34,0.44,0.1116
met3,0,0.14,0.03409
met4,0,0,0.001761
met5,-,0,0
==> power by group through the flow <==
stage                 combinational (mW)  sequential, mW  clock (mW)
after global routing               0.258               0           0
after CTS                          0.225               0           0
final                              0.233               0           0
==> metrics by stage <==
stage	hold slack, ps	std cells
finish	1354	179
global route	1402	179
CTS	1463	176
detailed placement	1967	174
global placement	1970	174
floorplan	951.1	91
==> critical path: cells and delay by family <==
family	cells	cell delay, ps
buffers and inverters	3	660
adders and majority gates	1	160
and+or+nand+nor	2	380
==> cell families (layout without fill, tap and decap cells) <==
group | count (synthesis) | count (layout)
buffers and inverters | 31 | 73
AND-OR/OR-AND | 19 | 19
AND/OR/NAND/NOR | 19 | 19
adder cells (fa/ha/maj) | 10 | 10
multiplexers | 8 | 8
other | 1 | 3
XOR/XNOR | 1 | 1
==> layout make-up <==
type,instances,area (sq um),area share
inverters,4,20.02,0.01558
multi-input cells,60,526.8,0.4099
well taps,46,57.56,0.04479
repair buffers,69,680.7,0.5297
==> cells in the final DEF (no fill, tap or decap), drive strengths merged <==
cell / n
o21ai: 8
or2: 1
a31oi: 1
or3: 1
dlygate4sd2: 10
bufbuf: 1
a21o: 1
nand3: 2
mux2: 2
and3: 1
xor2: 1
a22o: 2
dlymetal6s2s: 9
mux2i: 6
nor2: 2
nand3b: 1
clkdlybuf4s50: 21
ha: 10
conb: 3
nand2: 5
a211oi: 1
or2b: 1
nor2b: 2
inv: 4
nor3: 1
and2: 2
a21oi: 4
a31o: 2
buf: 28
==> path summary, 6_finish.rpt <==
| check | slack (ps) | startpoint | to | cells after the start |
|---|---|---|---|---|
| worst max-delay path | 50 | pcread[2] | opcode[5] | 6 |
| worst min-delay path | 1350 | pcread[4] | opcode[3] | 4 |
==> timing repair <==
action                     CTS  global route
gates cloned                 1             1
pin swaps                    4             7
buffers inserted             1             2
gates resized               51            23
setup endpoints to repair   40            28
No activity file was given, so power comes from the tool's default toggle rates.
