File: ./run.sh
#!/bin/bash
# OpenROAD 26Q1-2900-gdf79404cd8, Yosys 0.63+post, stock flow scripts
make -C /OpenROAD-flow-scripts/flow DESIGN_CONFIG=/design/flow/config.mk WORK_HOME=/design/flow/orfs finish
File: ./constraint.sdc
current_design datamem

set clk_period 32.5
set clk_io_pct 0.2

create_clock -name clk0 -period $clk_period [get_ports {clk}]

set non_clock_inputs [all_inputs -no_clocks]
set_input_delay [expr $clk_period * $clk_io_pct] -clock clk0 $non_clock_inputs
set_output_delay [expr $clk_period * $clk_io_pct] -clock clk0 [all_outputs]
File: ./design.v
module  datamem(clk,ce,addr, wrdata, memwrite, memread, rdata);
input clk, ce, memwrite, memread;
input[31:0] addr, wrdata;
output[31:0] rdata;
reg [31:0]mem[100:0];  
	assign rdata[31:24] = mem[addr[7:0]];	
	assign rdata[23:16] = mem[addr[7:0]+1];	
	assign rdata[15:8] = mem[addr[7:0]+2];	
	assign rdata[7:0] = mem[addr[7:0]+3];	
initial begin 
	mem[0] <= 0;
	mem[1] <= 1;
	mem[2] <= 2;
	mem[3] <= 3;
	mem[4] <= 4;
	mem[5] <= 5;
	mem[6] <= 6;
	mem[7] <= 7;
	mem[8] <= 8;
	mem[9] <= 9;
	mem[10] <= 10;
	mem[11] <= 11;
	mem[12] <= 12;
	mem[13] <= 13;
	mem[14] <= 14;
	mem[15] <= 15;
	mem[16] <= 16;
	mem[17] <= 17;
	mem[18] <= 18;
	mem[19] <= 19;
	mem[20] <= 20;
	mem[21] <= 21;
	mem[22] <= 22;
	mem[23] <= 23;
	mem[24] <= 24;
	mem[25] <= 25;
	mem[26] <= 26;
	mem[27] <= 27;
	mem[28] <= 28;
	mem[29] <= 29;
	mem[30] <= 30;
	mem[31] <= 31;
end
always @(posedge clk)
	begin
		if(memwrite) begin
			mem[addr[6:0]] <= wrdata[31:24];
			mem[addr[6:0]+1] <= wrdata[23:16];
			mem[addr[6:0]+2] <= wrdata[15:8];
			mem[addr[6:0]+3] <= wrdata[7:0];
		end
	end
endmodule
File: ./config.mk
export PLATFORM = sky130hd
export DESIGN_NAME = datamem
export DESIGN_NICKNAME = datamem
export VERILOG_FILES = /design/flow/design.v
export SDC_FILE = /design/flow/constraint.sdc
export NUM_CORES = 4
export LEC_CHECK = 1
export CORE_UTILIZATION = 50
==> impl_metrics.env <==
# yosys + openroad results
export IMPL_cts_num_sinks=808
export IMPL_cts_root_buf="clkbuf_16"
export IMPL_min_to="mem[5][3]"
export IMPL_setup_violations=0
export IMPL_fp_util_pct=50.58
export IMPL_cp_max_fo=24
export IMPL_port_buffers=72
export IMPL_grt_overflow=0
export IMPL_wl_mm=466.9
export IMPL_edf_count=808
export IMPL_yosysWarnings=1
export IMPL_grt_util_met1_pct=67.58
export IMPL_finalPower_w=0.003427
export IMPL_status="finished, final reports clean"
export IMPL_p_per_area_nw_per_um2=39.25
export IMPL_grt_pass1_vias=73132
export IMPL_fin_setup_tns_ns=0
export IMPL_finalCriticalPeriod_ns=20.50
export IMPL_post_cts_resized=0
export IMPL_io_pins=100
export IMPL_fp_dieH_um=403.2
export IMPL_grt_pass1_wl_mm=624.6
export IMPL_largest_register_ffs=808
export IMPL_synthArstFlopShare_pct=0
export IMPL_final_hold_viol_count=0
export IMPL_cts_tree="yes"
export IMPL_synthTopCellsByArea="edfxtp_1 (30%), mux4_2 (20%), mux2i_1 (11%)"
export IMPL_max_freq_mhz=48.77
export IMPL_ctsHoldBuffers=0
export IMPL_synthFlopType="edfxtp_1"
export IMPL_gp_congestion=1.212
export IMPL_path_class="in -> out"
export IMPL_place_area_sq_um=83710
export IMPL_synth_avg_cell_area_sq_um=10.22
export IMPL_yosys_area_share_xor_xnor_pct=0.2130
export IMPL_n_fill_cell=13312
export IMPL_hold_path_depth=3
export IMPL_clkTransAtPathRegs_ns=0.06
export IMPL_wire_per_inst_um=47.31
export IMPL_cp_arrival_ns=14.00
export IMPL_synth_cell_types=81
export IMPL_grt_total_usage_pct=60.80
export IMPL_tool_warnings=64
export IMPL_detailed_place_hpwl_mm=316.5
export IMPL_drt_iter0_drc=9937
export IMPL_largestRegisters="mem (808)"
export IMPL_antenna_left=0
export IMPL_top_usage_layer="met2"
export IMPL_antenna_found_initial=70
export IMPL_top_area_cell="edfxtp_1"
export IMPL_vias=78753
export IMPL_fin_util_pct=54.87
export IMPL_worst_slew_pin_slew_ns=1.433
export IMPL_dp_slack_ns=12.92
export IMPL_die_w_um=403.2
export IMPL_peakVddDrop_mv=0.04511
export IMPL_rows=146
export IMPL_min_path_type="in -> reg"
export IMPL_worstPathCellList="buf_4, buf_4, buf_4, ha_1, nand3_1, o32a_2, buf_4, o22ai_1, a311oi_1, a31oi_1, a21oi_1, o21ai_0, clkdlybuf4s50_1"
export IMPL_use_met3_pct=50.20
export IMPL_numSynthFlops=808
export IMPL_most_common_cell="nand2_1"
export IMPL_ys_seq_share_pct=30.15
export IMPL_synthesis_area_sq_um=80480
export IMPL_yosys_area_top_type_share_pct=30.15
export IMPL_drc=0
export IMPL_drive_gt1_share_pct=27.35
export IMPL_postCtsSetupRepairBufs=0
export IMPL_rsz0062_at_grt="no"
export IMPL_crit_family="AND-OR/OR-AND gates"
export IMPL_syn_instance_count=7875
export IMPL_crit_slowest_cell="a31oi_1"
export IMPL_simple_gate_share_pct=11.45
export IMPL_max_stage_delay_ns=0.94
export IMPL_start_kind="input pin"
export IMPL_common_cells="nand2_1 (1,129), mux2i_1 (855), edfxtp_1 (808)"
export IMPL_endpoint_kind="output port"
export IMPL_clk_path_buf_depth=3
export IMPL_max_cap_viol_count=0
export IMPL_dr_pass1_iters=8
export IMPL_dieArea_sq_um=162600
export IMPL_mux_area_share_pct=39.17
export IMPL_ys_area_sq_um=80480
export IMPL_ys_cells=7875
export IMPL_hold_start="wrdata[3]"
export IMPL_synth_logic_top_family="multiplexers"
export IMPL_adder_share_pct=0.09328
export IMPL_path_common_cell="buf_4"
export IMPL_aoi_share_pct=14.21
export IMPL_grt_max_degree=116
export IMPL_core_area_sq_um=159100
export IMPL_crit_buf_inv=5
export IMPL_top_register="mem"
export IMPL_postLayoutCellArea_sq_um=87300
export IMPL_grt_use_met2_pct=75.90
export IMPL_max_slew_margin_pct=4.230
export IMPL_leakage_nw=31.75
export IMPL_fin_crit_sh_pct=63.09
export IMPL_vias_per_cell=7.980
export IMPL_cp_required_ns=26.00
export IMPL_area_delta_synth_final_pct=8.476
export IMPL_htreeDepth=3
export IMPL_slew_violations=0
export IMPL_worst_slack_ns=12.00
export IMPL_cts_made_buffers=101
layout make-up:
class | count | area (sq um) | share of cell area, %
antenna | 79 | 197.7 | 0.2264
multi-input combinational | 6168 | 52910 | 60.60
clock buffer | 123 | 2674 | 3.063
sequential | 808 | 24260 | 27.79
tap | 2146 | 2685 | 3.076
inverter | 6 | 31.28 | 0.03583
timing repair buffer | 477 | 3822 | 4.378
clock inverter | 62 | 720.7 | 0.8255
logic make-up (layout without fill, tap and decap cells):
group                      count (synthesis)  after routing
and+or+nand+nor                         2030           2030
muxes                                   2162           2162
xor gates and xnor gates                  14             14
AOI/OAI and AO/OA                       1956           1956
other                                      0             79
adders and majority gates                  6              6
DFF                                      808            808
buffers and inverters                    899            668
where the power goes:
part	internal [W]	switching [W]	leakage, nW	total (W)
combinational	0.000326	0.000691	22.9	0.00102
sequential	0.00117	0.0000293	7.28	0.00120
clock	0.000682	0.000525	1.61	0.00121
total	0.00218	0.00125	31.8	0.00343
worst max path at each step:
stage | from | to | slack [ns] | cells after the start
6_report | addr[2] | rdata[18] | 12.00 | 13
5_1_grt | addr[2] | rdata[18] | 12.47 | 13
4_1_cts | addr[2] | rdata[18] | 12.89 | 13
stage by stage:
step,std cells,hold WS [ns]
after floorplan,7875,6.971
after global placement,9604,7.068
after detailed placement,9605,7.065
after CTS,9790,6.298
after global routing,9824,6.315
final,9869,6.307
layer usage:
layer  wire [um]  vias up
li1            -    30159
met1      140400    38072
met2      181700     8137
met3       96710     2253
met4       42530      132
met5        5469        -
layout by cell type (no fill, tap or decap), drive strengths merged, types with 6 or more instances in the layout:
cell type      Yosys  layout
and2              12      12
a21o             208     208
buf              336     443
o22ai            312     312
mux2i            855     855
a31oi             17      17
nor2             423     423
clkbuf           557     123
nand3            150     150
a211oi            43      43
mux2             575     575
mux4             732     732
xor2               7       7
or3                8       8
nand2           1137    1137
nor2b             43      43
clkinvlp           0      14
nand2b             6       6
xnor2              7       7
a32oi             45      45
a21oi            336     336
clkdlybuf4s50      0      34
o21ai            882     882
nor4              48      48
and3               8       8
edfxtp           808     808
ha                 6       6
o221ai            10      10
a2111oi            6       6
nand4            108     108
clkinv             1      34
a311oi            15      15
bufinv             0      12
o2111ai           27      27
diode              0      79
inv                5       8
nand3b            31      31
nor3              43      43
Power figures rest on the tool's default switching activity, not on a simulated workload.
