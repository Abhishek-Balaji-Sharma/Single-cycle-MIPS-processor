### flow/design.v
module mipsalu (aluctrl, a, b, aluout, zero); 
     input [3:0] aluctrl; 
     input [31:0] a,b; 
     output reg [31:0] aluout; 
     output zero; 
     assign zero = (aluout==0);  
     always @* 
     begin 
          case (aluctrl) 
               0: aluout = a & b; 
               1: aluout = a | b; 
               2: aluout = a + b; 
			   4: aluout = b << 16;
               6: aluout = a -b;
               7: aluout = a < b ? 1 : 0; 
               12: aluout = ~(a | b);  
               default: aluout = 0; 
          endcase
     end 
endmodule 
### flow/run.sh
#!/bin/bash
# OpenROAD 26Q1-2900-gdf79404cd8, Yosys 0.63+post, stock flow scripts
make -C /OpenROAD-flow-scripts/flow DESIGN_CONFIG=/design/flow/config.mk WORK_HOME=/design/flow/orfs finish
### flow/constraint.sdc
current_design mipsalu

set clk_period 26.6
set clk_io_pct 0.2

create_clock -name clk0 -period $clk_period

set non_clock_inputs [all_inputs -no_clocks]
set_input_delay [expr $clk_period * $clk_io_pct] -clock clk0 $non_clock_inputs
set_output_delay [expr $clk_period * $clk_io_pct] -clock clk0 [all_outputs]
### flow/config.mk
export PLATFORM = sky130hd
export DESIGN_NAME = mipsalu
export DESIGN_NICKNAME = mipsalu
export VERILOG_FILES = /design/flow/design.v
export SDC_FILE = /design/flow/constraint.sdc
export NUM_CORES = 4
export LEC_CHECK = 1
export CORE_UTILIZATION = 50
==> GITHUB_STEP_SUMMARY <==
## Synthesis and layout report

| Metric | Value |
|---|---|
| Status | `finished clean` |
| Final setup margin | `approximately 11 ns` |
| Syn Inst Count | `between 900 and 1000` |
| Worst path top cell family by delay | `simple AND/OR/NAND/NOR gates` |
| Max Clock Freq | `roughly 63 MHz` |
| Fraction of layout cells with a size suffix above 1 | `under 10%` |
| Fin crit period | `between 15 and 20 ns` |
| Total GRT Usage | `roughly 37%` |
| Diode count | `0` |
| Die outline area | `12300 um2` |
| Crit path top cell by count | `or4_1` |
| Cell area after synthesis | `roughly 5900 um2` |
| Initial antenna violation count | `1` |
| Tool Warnings | `approximately 110` |
| Vias in the first global route | `between 6000 and 7000` |
| Largest net degree at the start of global routing | `34` |
| PostCTS Resize Cnt | `0` |
| Setup WS pre-CTS | `about 11 ns` |
| Total wire length | `23800 um` |
| Row count | `39` |
| Antenna-violating nets left | `0` |
| GPL Wtd Cong | `~1.1` |
| Initial drt markers | `802` |
| Arr. time, crit path | `10.66 ns` |
| 1st-pass router iterations | `5` |
| Hold buffer count at CTS | `0` |
| First-pass GRT wire length | `between 30000 and 40000 um` |
| Drt drc | `0` |
| Avg Vias per Cell | `6.69` |
| Top fanout value on the critical path | `5` |
| Crit. End Element | `output port` |
| Clk_buf instances | `0` |
| Sequential cell area | `0 um2` |
| Hold crit path type | `input port to output port` |
| Relative slew slack | `approximately 37%` |
| Fillers | `between 1000 and 1500` |
| WS Path Type | `input port to output port` |
| Area delta synth->final | `18.3%` |
| Vias | `7418` |
| Die Width | `between 100 and 150 um` |
| # port buffers | `roughly 100` |
| Io pins | `101` |
| Critical Path RT | `21.28 ns` |
| Critical path buffers and inverters | `3` |
| Die Ht | `roughly 110 um` |
| Yosys warns | `1` |
| Unrepaired setup endpoints after global routing | `false` |
| Crit path largest cell delay | `~0.68 ns` |
| Mean Syn Cell Area | `around 6.5 um2` |
| Nature of the critical path startpoint | `input port` |
| Max-cap viol count | `0` |
| Period utilisation layout | `between 60% and 70%` |
| Init Core Util | `about half` |
| Final Power | `roughly 0.15 mW` |
| Yosys stat area | `between 5000 and 6000 um2` |
| Detail Placement HPWL | `roughly 19000 um` |
| DR WL/cell | `around 21 um` |
| Leak | `~3.1 nW` |
| Core Region | `around 11000 um2` |
| Post-synth cell types | `around 80` |
| Gr ovfl total | `0` |
| Final setup viols | `0` |
| Max VDD drop | `0.0137 mV` |
| Synth Seq Share | `0%` |
| Yosys Instances | `904` |
| Slowest-stage cell, CP | `clkdlybuf4s50_1` |
| Setup TNS | `0 ns` |
| Max-slew violations | `0` |
| Pwr/cell area | `20.9 nW/um2` |
| Minimum hold slack | `11.93 ns` |
| Worst-Margin Slew | `0.930 ns` |
| Setup bufs post-CTS | `0` |
| Final hold violations | `0` |
| Worst path cell trace | `clkdlybuf4s50_1, ha_1, inv_1, fa_1, nand2b_1, a21oi_1, o221a_2, o21ai_2, or4b_1, or4_1, or4_1, nor4_1, nand4b_1, or4_1, nor4_2, clkdlybuf4s50_1` |
| Flops | `0` |
-- metrics by stage --
stage | cells | util, % | instance area (um2)
after floorplan | 904 | - | 5910
after global placement | 1108 | 61.0 | 6990
final | 1108 | 61.0 | 6990
after global routing | 1108 | 61.0 | 6990
after detailed placement | 1108 | 61.0 | 6990
after CTS | 1108 | 61.0 | 6990
-- synth_stat cells (7+ instances only) --
library cell | count | area (um2)
inv_1 | 94 | 353
o2111ai_1 | 8 | 70.1
nand2b_1 | 17 | 106
a22oi_1 | 9 | 67.6
clkbuf_1 | 34 | 128
a21oi_1 | 77 | 385
a21o_1 | 20 | 150
nor3_1 | 28 | 140
nand2_1 | 64 | 240
buf_2 | 7 | 35.0
nand3_1 | 24 | 120
nor4_1 | 14 | 87.6
o21a_1 | 8 | 60.1
a211o_1 | 11 | 96.3
nor3b_1 | 7 | 52.6
o21bai_1 | 10 | 75.1
or2_2 | 10 | 62.6
and3_1 | 8 | 50.1
o21ai_0 | 51 | 255
o211ai_1 | 18 | 135
nor2_1 | 87 | 327
a211oi_1 | 16 | 120
nor2b_1 | 11 | 68.8
ha_1 | 104 | 1300
a31oi_1 | 8 | 50.1
a221o_1 | 7 | 70.1
a221oi_1 | 21 | 184
o31ai_1 | 9 | 67.6
mux2i_1 | 7 | 70.1
-- layout make-up --
class,count,area [um2],share of cell area [%]
Inverter,95,357,5.10
Multi-Input combinational cell,759,5370,76.8
Timing Repair Buffer,111,1090,15.5
Tap cell,143,179,2.56
-- cells in the final DEF, fill, tap and decap left out, types with 11 or more instances in the layout --
cell / synthesis / layout
clkdlybuf4s50_1: 0 / 101
a211oi_1: 16 / 16
a221oi_1: 21 / 21
nor3_1: 28 / 28
a211o_1: 11 / 11
inv_1: 94 / 94
nor4_1: 14 / 13
o21ai_0: 51 / 51
nor2b_1: 11 / 11
ha_1: 104 / 104
nand2_1: 64 / 64
o211ai_1: 18 / 18
nor2_1: 87 / 87
nand2b_1: 17 / 17
a21oi_1: 77 / 77
a21o_1: 20 / 20
nand3_1: 24 / 24
-- per-layer routing --
layer	track usage (%)	up-vias	part of all wire [%]
met2	53.3	474	40
met1	54.6	3434	44
met5	0	-	0.055
li1	-	3463	-
met4	7.11	2	2.2
met3	12.4	45	14
-- kinds of logic (layout without fill, tap and decap cells) --
family          after synthesis  in the layout  share of synthesized area (%)
mux                           9              9                           1.57
buf+inv                     145            206                           9.60
compound gates              324            324                           38.1
fa+ha+maj                   106            106                           22.7
simple gates                313            313                           27.0
xor+xnor                      7              7                           1.04
-- path summary, 6_finish.rpt --
path	from	endpoint	slack, ns	depth (start not counted)
max	b[0]	zero	10.62	16
min	a[4]	aluout[4]	11.93	6
-- power breakdown --
part / switching [mW] / internal, mW
Sequential: 0 / 0
Clock: 0 / 0
Combinational: 0.0848 / 0.0612
Total: 0.0848 / 0.0612
Power figures rest on the tool's default switching activity, not on a simulated workload.
